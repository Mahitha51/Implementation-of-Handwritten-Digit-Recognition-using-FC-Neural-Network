## /design/flow/constraint.sdc

```tcl
current_design hardmax

set clk_period 8.4
set clk_io_pct 0.2

create_clock -name clk0 -period $clk_period [get_ports {clk}]

set non_clock_inputs [all_inputs -no_clocks]
set_input_delay [expr $clk_period * $clk_io_pct] -clock clk0 $non_clock_inputs
set_output_delay [expr $clk_period * $clk_io_pct] -clock clk0 [all_outputs]
```

## /design/flow/config.mk

```make
export PLATFORM = sky130hd
export DESIGN_NAME = hardmax
export DESIGN_NICKNAME = hardmax
export VERILOG_FILES = /design/flow/design.v
export SDC_FILE = /design/flow/constraint.sdc
export NUM_CORES = 4
export LEC_CHECK = 1
export CORE_UTILIZATION = 50
export SYNTH_HDL_FRONTEND = slang
```

## /design/flow/run.sh

```bash
#!/bin/bash
# OpenROAD 26Q1-2900-gdf79404cd8, Yosys 0.63+post, stock flow scripts
make -C /OpenROAD-flow-scripts/flow DESIGN_CONFIG=/design/flow/config.mk WORK_HOME=/design/flow/orfs finish
```

## /design/flow/design.v

```verilog
module hardmax (
    input [15:0] final_out [0:9],   
    input clk,
    input reset,
    output reg [3:0] max_index,     
    output reg max_done             
);
    integer i;
    reg [15:0] max_value;
    always @(posedge clk or posedge reset) begin
        if (reset) begin
            max_index <= 0;
            max_value <= 0;
            max_done <= 0;
        end else begin
            max_value <= final_out[0];
            max_index <= 0;
            for (i = 1; i < 10; i = i + 1) begin
                if (final_out[i] > max_value) begin
                    max_value <= final_out[i];
                    max_index <= i;
                end
            end
            max_done <= 1;
        end
    end
endmodule
```

==> impl_metrics.yaml <==
# implementation run metrics
pwr:
  ir_worst_vdd_mv: 0.1667
  power_mw: 2.157
  leakagePower_nw: 3.138
  power_density_mw_per_mm2: 309.5
final_timing:
  slew_headroom_pct: 42.40
  setup_violations: 0
  clock_skew_ns: 0.001660
  finalClockPeriodUsage_pct: 59.81
  slew_viol_final: 0
  hold_slack_ns: 1.317
  fmax_mhz: 199.0
  rsz0062_at_grt: "no"
  hold_violations: 0
  min_period_ns: 5.024
  worstMarginPinSlew_ns: 0.8423
  fin_tns_setup_ns: 0
detailed_routing:
  route.detailed.drc: 0
  drt-initial-drc-count: 436
  via_per_inst: 6.153
  vias: 5581
  wl_per_cell_um: 18.81
  dr.pass1.iters: 5
  ant_nets: 0
  insertedDiodeCount: 0
  wirelength_um: 17060
global_route:
  grt.total_usage_pct: 32.33
  grt_pass1_vias: 5499
  grt_overflow: 0
  grt_max_degree: 22
  grt_first_pass_wirelength_um: 27610
  antenna_found_initial: 0
cells_and_area:
  fillers: 782
  lay_top_cells: "clkdlybuf4s50_1 (166), ha_1 (144), a21oi_1 (50), inv_1 (49)"
  syn2layout_area_growth_pct: 34.45
  fin_area_mm2: 0.006968
  instances_no_fill: 907
  final_common_cell: "clkdlybuf4s50_1"
  final_layout_size_suffix_gt1_share_pct: 4.005
die:
  fp-row-count: 36
  chipArea_mm2: 0.01078
  fp_util_pct: 52.30
  ioPinCount: 167
  core_region_area_mm2: 0.009910
  die_h_um: 103.8
  die_x_um: 103.8
cts:
  cts_buffers: 3
  cts_resized: 0
  clk_pin_slew_worst_paths_ns: 0.08
  ctsLongestPathBuffers: 2
  cts_tree: "built"
  clk_latency_ns: 0.26
  cts_sinks: 21
  cts-hold-fix-buffers: 0
  root_buffer: "clkbuf_8"
  htree_levels: 1
  cts_setup_buffers: 0
logic_synthesis:
  area_leaders: "ha_1 (35%), dfrtp_1 (10%), o22ai_1 (5.6%)"
  yosysTopAreaCellShare_pct: 34.77
  synth_chip_area_mm2: 0.005182
  yosysSeqAreaShare_pct: 10.14
  flop_cell: "dfrtp_1"
  top_area_cell: "ha_1"
  synth_cell_types: 59
  ys_warn_count: 0
  edf_count: 0
  synth_cells: 621
  syn_area_mm2: 0.005182
  synth_area_per_cell_um2: 8.345
  numSynthFlops: 21
  synthArstFlopShare_pct: 100.0
  ys_cells: 621
flow_run:
  warning_count: 26
  maxCapViolCount: 0
critical_path:
  cp_max_fo: 19
  critPathSlowestCell: "a2111oi_0"
  r2r_slack_ns: 4.56
  criticalPathCategory: "in -> reg"
  startpoint_type: "input pin"
  cp.required_ns: 8.53
  cp_data_arrival_time_ns: 5.16
  crit_path_end_kind: "register"
  worstPathCellList: "clkdlybuf4s50_1, ha_1, a21o_1, nand3_1, a21oi_1, a2111oi_0, a22o_1, buf_4, nand2b_1, a221oi_1, o22ai_1"
  cp_slowest_stage_delay_ns: 0.76
hold_path:
  hold_path_class: "reg -> reg"
placement:
  dp.cells: 903
  numPortBuffers: 166
  place_congestion: 0.9877
  place_area_mm2: 0.006922
  dp_hpwl_um: 14630
status:
  status: "finished, final reports clean"
## state kept, by name, indices dropped and copies added (netlist names)
signal     cells
max_value     16
max_index      4
max_done       1
## layout make-up
class	count	area, um2	share of cell area (%)
clock buffer	3	41.29	0.5926
clock inverter	1	5.005	0.07183
inverter	49	183.9	2.640
multi-input combinational	527	4332	62.17
sequential	21	525.5	7.542
tap	133	166.4	2.388
timing repair buffer	173	1714	24.60
## per-layer routing
layer | global-route usage (%) | share of wire, % | vias to the layer above
li1 | - | - | 2794
met1 | 46.97 | 46 | 2498
met2 | 52.24 | 44 | 265
met3 | 4.423 | 7.5 | 24
met4 | 5.306 | 1.9 | 0
met5 | 0 | 0 | -
## worst max-delay path: cells and delay by family
family,cells,cell delay (ns)
and+or+nand+nor,2,0.57
AOI/OAI and AO/OA,6,1.90
adders and majority gates,1,0.33
buffers and inverters,2,0.68
## power by group
group | internal (mW) | switching (mW)
Combinational | 0.778 | 1.14
Sequential | 0.156 | 0.0195
Clock | 0.0331 | 0.0346
Total | 0.967 | 1.19
## logic make-up (layout without fill, tap and decap cells)
logic type,Yosys count,after routing,synth area share [%]
adders and majority gates,144,144,34.77
DFF,21,21,10.14
buffers and inverters,73,226,6.277
muxes,1,1,0.1932
other,1,1,0.07236
and+or+nand+nor,139,139,13.98
AOI/OAI and AO/OA,242,242,34.57
## stage by stage
step	setup slack [ns]	util (%)
detailed placement	3.162	69.85
CTS	3.430	70.32
global route	3.230	70.32
finish	3.376	70.32
floorplan	4.633	-
global placement	3.248	69.85
## path summary, 6_finish.rpt
path,startpoint,endpoint,depth (start not counted)
setup / recovery,final_out[73],max_value[3],11
hold / removal,max_value[15],max_index[0],6
setup reg to reg,max_value[9],max_value[3],11
hold reg to reg,max_value[15],max_index[0],6
max in group asynchronous,reset,max_value[1],3
min in group asynchronous,reset,max_value[10],3
## Yosys cell counts (8+ instances only)
cell type	count
a21oi_1	50
nand4_1	30
nor2b_1	9
buf_2	8
o21a_1	22
o22ai_1	46
ha_1	144
a221oi_2	9
nand2_1	46
dfrtp_1	21
o21ai_0	10
o211ai_1	11
nor2_1	9
inv_1	49
a221oi_1	24
clkbuf_1	9
a211o_1	15
nand3_1	25
a21o_1	17
Power figures rest on the tool's default switching activity, not on a simulated workload.
